### ./run.sh
#!/bin/bash
# OpenROAD 26Q1-2900-gdf79404cd8, Yosys 0.63+post, stock flow scripts
make -C /OpenROAD-flow-scripts/flow DESIGN_CONFIG=/design/flow/config.mk WORK_HOME=/design/flow/orfs finish
### ./config.mk
export PLATFORM = sky130hd
export DESIGN_NAME = clockdivider
export DESIGN_NICKNAME = clockdivider
export VERILOG_FILES = /design/flow/design.v
export SDC_FILE = /design/flow/constraint.sdc
export NUM_CORES = 4
export LEC_CHECK = 1
export CORE_AREA = 10 10 70 70
export DIE_AREA = 0 0 80 80
### ./constraint.sdc
current_design clockdivider

set clk_period 1.2
set clk_io_pct 0.2

create_clock -name clk0 -period $clk_period [get_ports {clk}]

set non_clock_inputs [all_inputs -no_clocks]
set_input_delay [expr $clk_period * $clk_io_pct] -clock clk0 $non_clock_inputs
set_output_delay [expr $clk_period * $clk_io_pct] -clock clk0 [all_outputs]
### ./design.v
module clockdivider(clk,rst,count,cd2,cd4,cd8,cd16);
input clk,rst;
output [3:0]count;
reg [3:0]count;
output reg cd2,cd4,cd8,cd16;
always @(posedge clk)
begin
if(rst==0)
count=4'b0000;
else
count=count+1;
cd2=count[0];
cd4=count[1];
cd8=count[2];
cd16=count[3];
end
endmodule
==> results.yml <==
# implementation run metrics
clock_tree:
  postCtsHoldBufs: 0
  cts_tree: "done"
  clk_pin_slew_ns: 0.05
  number_of_buffers_created_by_cts: 3
  clkLatencyLatePin_ns: 0.24
  clock_tree.htree_level_count: 1
  clock-sinks: 4
  root_buffer: "clkbuf_4"
  clock_tree.buffer_depth: 2
logic_synthesis:
  syn_inst: 17
  yosys.stat.chipArea_um2: 175
  yosys.stat.seqShare: 0.457
  post_synth_num_cell_types: 10
  syn_avg_cell_area_um2: 10.3
  ys.flop_type: "dfxtp_1"
  yosys_warnings: 1
  synth_area_um2: 175
  synth-edff-count: 0
  yosys.area.top_type_share: 0.457
  synth_flops: 4
  async_reset_ff_frac: 0
  top_area_cell: "dfxtp_1"
  ys_cells: 17
  top_cells_by_count: "4 x buf_4, 4 x dfxtp_1, 2 x and2_1"
  synthTopCellsByArea: "dfxtp_1 46%, buf_4 17%, and2_1 7.1%"
cells_and_area:
  final_layout_size_suffix_gt1_frac: 0.438
  max_reg_flops: 4
  relative_area_change_from_synthesis_to_final_layout_pct: 107
hold_path:
  min-delay-start: "count[0]"
  worstHoldEndpoint: "count[0]"
  worst_hold_class: "reg2reg"
  worst_hold_path.num_cells: 2
placement:
  buffer_ports.inserted: 9
  preCtsSetupSlack_ns: 0.0833
  gp_congestion: 0.669
grt:
  global_route.overflow_total: 0
  antenna_found_initial: 0
  grt_pass1_vias: 177
  globalRouteTotalUtil: 0.0174
  grt_max_degree: 6
  grt_first_pass_wirelength_um: 779
sta:
  timing.slew.headroom: 0.883
  period_needed_ns: 1.16
  finalSetupViolations: 0
  final.setup.tns_ns: 0
  finalHoldViolCount: 0
  fmaxAchievable_mhz: 866
  final-max-slew-violation-count: 0
  final.period_utilization: 0.963
  worst_hold_slack_ns: 0.507
  clock_tree_skew_after_final_layout_ns: 0.0118
  unrepaired_setup_endpoints_after_global_routing: "false"
  finalWorstSetupSlack_ns: 0.0448
  transition_at_the_pin_with_the_smallest_max_transition_slack_ns: 0.176
worst_setup_path:
  crit_required_ns: 0.96
  critical_path_arrival_ns: 0.92
  criticalPathCategory: "reg2out"
  largest_driver_fanout_on_the_critical_path: 2
  reg2reg_from: "count[1]"
  critical-path-slowest-cell: "dfxtp_2"
  crit_path_end_kind: "output pin"
  crit_chain: "buf_4 > dlygate4sd2_1"
  r2r_slack_ns: 0.06
  timing.reg2reg.worst_path_depth: 5
  crit-reg2reg-capture: "count[2]"
  start_kind: "flop"
  cp_slowest_stage_delay_ns: 0.31
floorplan:
  core_area_um2: 3420
  chipWidth_um: 80
  dieArea_um2: 6400
  number_of_ports_placed_on_the_die_boundary: 10
  die_h_um: 80
  fp-utilization: 0.0513
  placement_rows: 21
drt:
  num_antenna_cells: 0
  route.vias.total: 161
  drc: 0
  detail_route.wirelength_um: 517
  routedWlPerCell_um: 6.63
  drt_iter0_drc: 1
  final_antenna_net_count: 0
  via_per_inst: 2.06
  drt_first_pass_iters: 2
status:
  outcome: "complete, no violations"
job:
  timing.max_cap.violations: 0
  warnings: 25
power:
  static_leakage_nw: 0.188
  cell_pwr_density_nw_per_um2: 1060
  worst_ir_drop_vdd_uv: 282
==> routing by layer <==
layer,GRT usage,up-vias,part of all wire
li1,-,81,-
met1,0.0207,67,0.52
met2,0.0185,13,0.25
met3,0.0239,0,0.23
met4,0,0,0
met5,0,-,0
==> placed cells by master (no fill, tap or decap), drive strengths merged <==
cell type,instances
buf,7
dfxtp,4
clkdlybuf4s50,1
dlygate4sd2,8
nor2b,1
clkbuf,3
nand3,1
nand2,1
nand2b,1
ha,1
xor2,1
and2,2
mux2i,1
==> power breakdown <==
part / internal (mW) / leakage, nW / switching (mW)
Combinational: 0.0422 / 0.140 / 0.0173
Clock: 0.112 / 0.0138 / 0.0640
Sequential: 0.144 / 0.0343 / 0.00395
==> cell families (layout without fill, tap and decap cells) <==
group / after synthesis / count (layout) / synth area share
flops: 4 / 4 / 0.457
fa+ha+maj: 1 / 1 / 0.0714
simple gates: 6 / 6 / 0.193
xor+xnor: 1 / 1 / 0.0500
buf+inv: 4 / 19 / 0.171
mux: 1 / 1 / 0.0571
==> cell type report <==
cell class | count | area, um^2
sequential | 4 | 85.1
clock buffer | 3 | 22.5
multi-input combinational | 9 | 65.1
fill | 403 | 3050
tap | 46 | 57.6
timing repair buffer | 16 | 133
==> repair_timing <==
action                                  4_1_cts  5_1_grt
pin swaps                                     0        1
endpoints found under the setup margin        8        1
setup buffers                                 7        0
resized                                      12        0
==> worst max-delay path: cells and delay by family, from the launching register on <==
kind / cells / cell delay, ns
buffers and inverters: 2 / 0.35
DFF: 1 / 0.31
==> per-stage QoR <==
stage	utilization	instances	total power, mW	instance area [um^2]
final	0.106	78	0.384	363
after global placement	0.0857	68	0.198	293
after floorplan	-	17	0.170	175
after CTS	0.106	78	0.394	363
after detailed placement	0.0857	68	0.200	293
after global routing	0.106	78	0.413	363
==> worst max-delay path by stage <==
stage	start	end	slack [ns]	cells past startpoint
4_1_cts	count[1]	count[2]	0.03	5
5_1_grt	count[3]	count[3]	0.002	2
6_report	count[3]	count[3]	0.04	2
Power and IR drop assume default switching activity.
