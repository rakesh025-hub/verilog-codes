**/design/flow/run.sh**
```bash
#!/bin/bash
# OpenROAD 26Q1-2900-gdf79404cd8, Yosys 0.63+post, stock flow scripts
make -C /OpenROAD-flow-scripts/flow DESIGN_CONFIG=/design/flow/config.mk WORK_HOME=/design/flow/orfs finish
```
**/design/flow/constraint.sdc**
```tcl
current_design bcdcounter

set clk_period 1.1
set clk_io_pct 0.2

create_clock -name clk0 -period $clk_period [get_ports {clk}]

set non_clock_inputs [all_inputs -no_clocks]
set_input_delay [expr $clk_period * $clk_io_pct] -clock clk0 $non_clock_inputs
set_output_delay [expr $clk_period * $clk_io_pct] -clock clk0 [all_outputs]
```
**/design/flow/config.mk**
```make
export PLATFORM = sky130hd
export DESIGN_NAME = bcdcounter
export DESIGN_NICKNAME = bcdcounter
export VERILOG_FILES = /design/flow/design.v
export SDC_FILE = /design/flow/constraint.sdc
export NUM_CORES = 4
export LEC_CHECK = 1
export CORE_AREA = 10 10 70 70
export DIE_AREA = 0 0 80 80
```
**/design/flow/design.v**
```verilog
module bcdcounter(clk,clear,count);
input clk,clear;
reg [3:0]in;
output reg [3:0]count;
always @(posedge clk)
begin
if(clear)
begin
in<=4'b0000;
count<=4'b0000;
end
else
begin
in=in+1;
if (in==4'b1001)
begin
in<=4'b0000;
end
count<=in;
end
end
endmodule
```
==> notes.md <==
Implementation numbers.

- The placement summary gives the final routability congestion estimate as between 0.7 and 0.8.
- Clock tree synthesis inserted a total of 3 buffers.
- The HPWL after detailed placement reads between 400 and 500 microns.
- After synthesis, the design contains 28 cells according to Yosys.
- The kind of start point of the critical path reads a register.
- Sequential cells were found to cover a little over half of the synthesized design area.
- The static power due to leakage is 0.216 nW.
- The depth of the worst register-to-register path is 4.
- The mean cell area of the mapped netlist reads approximately 11 sq um.
- The cell with the largest stage delay on the worst path reads dfxtp_4.
- The clock skew after layout reads approximately 8.0 ps.
- The initial antenna violation count is 0.
- The post-layout minimum cycle time reads 1120 ps.
- The run finished, with violations left.
- The type of the worst setup path reads register to register.
- The detailed-route via count reads 243.
- The number of global-route vias before repair came to 243.
- The TritonCTS clock tree reads built.
- The warning total across the stage logs reads 29.
- The total cell area reported by yosys after synthesis is ~300 sq um.
- The total global routing overflow is 0.
- The number of detailed-routing iterations run before antenna repair reads 2.
- The total wire length is 599 microns.
- The largest stage delay on the critical path is 370 ps.
- The area share of the largest cell type after synthesis reads 53.1%.
- Total global-route track usage over all layers is around 1.9%.
- For the worst-skew pair, the clock arrives at the later sink with an insertion delay of 250 ps.
- The worst hold path stage count is 1.
- In this run the VDD rail shows a maximum IR drop of 0.284 mV.
- By area the synthesized netlist is led by dfxtp_1 (53%), ha_1 (8.3%), xnor2_1 (5.8%).
- The via count normalized by instance count reads about 2.7.
- The number of setup violations in the final report is 2.
- The count of input and output buffers reads 5.
- Per the CTS log, the maximum H-tree level is 1.
- The number of different library cells in the post-synthesis netlist is 15.
- The overall die width reads 80 microns.
- The actual transition at the worst max-transition pin is 287 ps.
- The arrival time of the worst setup path reads 1270 ps.
- The initial core utilization is 8.83%.
- The cell type that accounts for the most area after synthesis is dfxtp_1.
- The number of endpoints with negative hold slack in the final report reads 0.
- The top cell types in the final layout, fill and taps aside, are dfxtp_1 (5), buf_4 (5), nor2_1 (4), dlygate4sd2_1 (4), clkbuf_4 (3).
- Counting the warning lines in the Yosys log gives 1.
- The worst pin sits at a relative slew slack of between 80% and 90%.
- The share of the cycle needed by the critical path after routing reads 102%.
- The post-synth register bit count is 8.
- The floorplan has 21 rows.
- The instance tally after logic synthesis is 28.
- The layout overhead on the synthesized area reads 92.5%.
- The path type of the worst min-delay path reads register to register.
- The endpoint kind of the worst setup timing path is a register.
- The final reports fail on setup timing.
- The mapped netlist covers approximately 300 sq um.
- Per the post-route antenna check, the number of violating nets is 0.
- Timing would allow up to slightly below 900 MHz.
- The final-layout fill cell count is 378.
- The total chip power is 0.000695 W.
- The power density of the placed cells is roughly 1200 mW/mm^2.
- The maximum number of pins on one net before global-route repair is 6.
- On the reported timing paths, the clock transition at the registers reads 60 ps.
- The library cell used as clock root buffer is clkbuf_4.
- The height of the chip is 80 microns.
- The placeable core region is 0.00342 sq mm.
- The cell sequence reported for the critical path is inv_2 -> ha_4 -> and3_4 -> a2111oi_4.
- The number of DRC violations after detailed routing reads 0.
- The number of buffers on the longest clock path reads 2.
- The die area is 0.00640 sq mm.
- The count of max-cap constraint violations reads 0.
- The share of post-route cells with drive strength above 1 is 52.3%.
- The count of clock tree sinks reads 8.
- The mean routed wirelength per cell is 6.66 microns.
- The largest fanout on the critical path is 3.
- The final setup slack of the worst path reads -19.3 ps.
- The max-slew violation total from the final report reads 0.
- The first-pass GRT wire length reads 1010 microns.
- Setup repair after global routing could not meet its margin everywhere.
- The core utilization of the finished layout reads between 10% and 20%.
- The total of hold buffers inserted after clock tree synthesis is 0.
- The final antenna diode count is 0.
- At the worst endpoint, the required time is 1250 ps.
- 6 I/O pins were placed.
- The violation tally recorded at the end of detailed-routing iteration 0 is 3.
==> critical path: cells and delay by family, from the launching register on <==
| kind | cells | cell delay [ps] |
|---|---|---|
| buffers and inverters | 1 | 50 |
| adder cells (fa/ha/maj) | 1 | 150 |
| flip-flops | 1 | 370 |
| AND-OR/OR-AND | 1 | 280 |
| AND/OR/NAND/NOR | 1 | 170 |
==> final cells by class <==
type	instances	area, sq um	area share, %
sequential	8	169	29.1
timing repair buffer	12	105	18.1
multi-input combinational	18	213	36.6
tap	46	57.6	9.91
inverter	2	10.0	1.72
clock buffer	4	26.3	4.53
==> routing by layer <==
metal,vias to the layer above,global-route usage [%],part of all wire [%]
met5,-,0,0
met1,111,2.34,48
met3,0,0.909,11
met4,0,0.704,0
met2,6,2.65,40
li1,126,-,-
==> kinds of logic after synthesis <==
logic type,share of synthesized area (%)
adder cells (fa/ha/maj),8.30
AND/OR/NAND/NOR,18.3
AND-OR/OR-AND,9.13
flip-flops,53.1
buffers and inverters,2.49
XOR/XNOR,8.72
==> power breakdown <==
group,leakage [nW],switching [W],internal [W],total (W)
Combinational,0.134,0.0000450,0.0000805,0.000126
Sequential,0.0673,0.0000198,0.000311,0.000330
Clock,0.0150,0.000100,0.000139,0.000239
Total,0.216,0.000165,0.000530,0.000695
==> sequential cells by signal (all words and copies together), names as in the netlist <==
register	flops
count	4
in	4
==> worst paths after layout <==
path,startpoint,endpoint,slack (ps)
hold / removal,in[3],in[0],620
setup reg to reg,in[1],in[0],-20
setup / recovery,in[1],in[0],-20
hold reg to reg,in[3],in[0],620
==> synthesized netlist by cell type <==
cell       instances
dfxtp_1            8
nor2_1             4
ha_1               2
inv_1              2
xnor2_1            2
a2111oi_2          1
a211oi_1           1
a21oi_1            1
and3_1             1
and4bb_1           1
nand2_1            1
nand2b_1           1
nand3_1            1
nor2b_1            1
xor2_1             1
==> per-stage QoR <==
stage | setup WS, ps | cells | hold WS, ps | area (sq um) | setup TNS (ps)
floorplan | -44.1 | 28 | 287 | 337 | -44.1
global placement | -73.7 | 84 | 547 | 482 | -99.3
detailed placement | -100 | 84 | 547 | 482 | -124
CTS | -29.3 | 89 | 574 | 538 | -30.0
global route | -61.1 | 90 | 629 | 581 | -116
finish | -19.3 | 90 | 621 | 581 | -21.7
==> what timing repair did <==
| item | CTS | global route |
|---|---|---|
| setup buffers | 1 | 1 |
| resized | 8 | 7 |
| endpoints found under the setup margin | 6 | 4 |
| pin swaps | 4 | 2 |
| cloned | 0 | 0 |
Power and IR drop assume default switching activity.
