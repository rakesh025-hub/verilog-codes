===== flow/design.v =====
module FixedPointAdder (
    input [7:0] a_integer,
    input [3:0] a_fractional,
    input [7:0] b_integer,
    input [3:0] b_fractional,
    output [7:0] result_integer,
    output [3:0] result_fractional
);
wire [11:0] a_fixed_point = {a_integer, a_fractional};
wire [11:0] b_fixed_point = {b_integer, b_fractional};
wire [12:0] result_fixed_point = a_fixed_point + b_fixed_point;
assign result_integer = result_fixed_point[11:4];
assign result_fractional = result_fixed_point[3:0];
endmodule

===== flow/run.sh =====
#!/bin/bash
# OpenROAD 26Q1-2900-gdf79404cd8, Yosys 0.63+post, stock flow scripts
make -C /OpenROAD-flow-scripts/flow DESIGN_CONFIG=/design/flow/config.mk WORK_HOME=/design/flow/orfs finish

===== flow/config.mk =====
export PLATFORM = sky130hd
export DESIGN_NAME = FixedPointAdder
export DESIGN_NICKNAME = FixedPointAdder
export VERILOG_FILES = /design/flow/design.v
export SDC_FILE = /design/flow/constraint.sdc
export NUM_CORES = 4
export LEC_CHECK = 1
export CORE_AREA = 10 10 70 70
export DIE_AREA = 0 0 80 80

===== flow/constraint.sdc =====
current_design FixedPointAdder

set clk_period 10.4
set clk_io_pct 0.2

create_clock -name clk0 -period $clk_period

set non_clock_inputs [all_inputs -no_clocks]
set_input_delay [expr $clk_period * $clk_io_pct] -clock clk0 $non_clock_inputs
set_output_delay [expr $clk_period * $clk_io_pct] -clock clk0 [all_outputs]

==> ds_physical_params.txt <==
Physical design parameters

Parameter                              Value

STA
  Final-report max-slew violation count .................. 0
  Post-route clock period utilization .................. between 60% and 70%
  Max Fclk .................. 146 MHz
  Unrepaired setup endpoints after global routing .................. false
  Final hold slack .................. 5190 ps
  Crit path time final .................. between 6000 and 7000 ps
  Worst slew pin tran .................. 341 ps
  Number of hold violations in the final report .................. 0
  Number of failing setup endpoints in the final timing report .................. 0
  Summed negative setup slack over all endpoints .................. 0 ps
  Headroom to the max-slew limit .................. slightly below 80%

Global routing
  Antenna violations before repair .................. 0
  Largest net degree at the start of global routing .................. 7
  Number of global-route vias before repair .................. 598
  Global-route wire length before repair .................. 2680 µm
  Global route overflow .................. 0
  Global routing usage summed across all routing layers .................. 4.92%

Flow run
  Max capacitance violation total .................. 0
  Tool warnings .................. 32

Logic synthesis
  Post-synth design cell area .................. 503 µm²
  Cell total in the yosys stat output .................. 59
  Ys Warns .................. 0
  Synthesized chip area reported by yosys .................. 503 µm²
  Synthesized area per cell .................. about 8.5 µm²
  Unique cell type count in the Yosys netlist .................. 23
  Gate Count Post-Synth .................. 59
  Fraction of the yosys area taken by sequential cells .................. 0%

Pwr
  Power consumption .................. 0.0565 mW
  Net switching fraction of the power .................. 34.2%
  Share of total power in the clock network .................. 0%
  Max VDD drop .................. about 0.021 mV
  Net switching power of the design .................. 0.0193 mW
  Leakage power of the design .................. between 0.3 and 0.4 nW
  Cell internal pwr .................. 0.0372 mW
  Areal power density over the cells .................. 61.4 nW/µm²
  Seq pwr share .................. 0%
  Part of the power in combinational logic .................. approximately 100%

Detailed routing
  Post-DR wirelength/cell .................. between 10 and 15 µm
  Total number of vias .................. about 560
  Wire length after detailed routing .................. 1590 µm
  TritonRoute pass-1 iters .................. 4
  # DRC .................. 0
  Residual antenna-violating net count after detailed routing .................. 0
  Number of vias per cell .................. 3.94
  ANT cells .................. 0
  Detailed Route Iter0 Violations .................. 23

Die
  Chip Footprint .................. between 6000 and 7000 µm²
  Horizontal die dimension .................. ~80 µm
  FP Core Util .................. 14.7%
  I/O Pins .................. 36
  Die span in y .................. 80 µm
  Placeable core area .................. 3420 µm²
  # rows .................. 21

Layout
  Sequential cell count of the final layout .................. 0
  CLK BUF .................. 0
  Share of layout cells above drive strength 1 .................. 4.21%
  Flip-flop and latch area .................. 0 µm²
  Synth-to-layout area growth .................. 83.1%
  Utilization of the core after routing .................. 27.0%
  Tally of non-filler cells in the final layout .................. 141

Critical path
  Category of the worst setup path capture point .................. primary output
  Dominant cell type by count on the critical path .................. clkdlybuf4s50_1
  Worst Setup Start Kind .................. input pin
  Cell type of the slowest stage on the worst timing path .................. clkdlybuf4s50_1
  Arr. time, crit path .................. 4770 ps
  Critical-path cell list .................. clkdlybuf4s50_1 > ha_1 > fa_1 > a211oi_1 > nor2_1 > o21a_1 > o41a_1 > xor2_1 > clkdlybuf4s50_1
  Endpoint required time on the critical path .................. 8320 ps
  Worst Setup Path Type .................. in2out
  Critical path's largest stage delay .................. between 400 and 500 ps
  Maximum fanout along the worst path .................. 3

Placed design
  Input/output buffers .................. 36
  Dpl cells .................. 141
  HPWL reported at the end of detailed placement .................. approximately 1400 µm
  Weighted congestion at the end of routability-driven global placement .................. ~0.76

Clock network
  Post-cts sizing count .................. 0
  Buffers inserted during post-CTS setup optimization .................. 0
  CTS hold repair buffers .................. 0

Worst hold path
  Worst min-delay path category .................. in2out
  Hold Path End .................. result_fractional[0]
  Instance count along the most critical hold path .................. 3
  Hold_sp .................. b_fractional[0]

Status
  Status .................. complete, no violations
## layer usage
metal	up-vias	share of wire [%]	GRT usage (%)	wire length, µm
met2	26	40	7.30	641
met4	0	0	0	0
met3	0	13	1.93	203
met5	-	0	0	0
met1	230	47	6.95	740
li1	299	-	-	-
## worst max-delay path by stage
stage / startpoint / endpoint / cells after the start
6_report: a_fractional[0] / result_integer[4] / 9
5_1_grt: a_fractional[0] / result_integer[4] / 9
4_1_cts: a_fractional[0] / result_integer[4] / 9
## power by group through the flow
stage                 clock network [mW]  logic (mW)  registers [mW]
final                                  0      0.0565               0
after global routing                   0      0.0635               0
after CTS                              0      0.0580               0
## layout make-up
class,count,area (µm²)
Fill cell,378,2490
Multi-Input combinational cell,59,503
Timing Repair Buffer,36,360
Tap cell,46,57.6
## logic make-up after synthesis
family,share of synthesized area (%)
xor+xnor,17.4
compound gates,34.1
fa+ha+maj,31.3
simple gates,17.2
## placed cells by master (no fill, tap or decap), drive strengths merged
cell / count
o41a: 1
nor3: 2
ha: 11
clkdlybuf4s50: 36
a2111oi: 1
xor2: 4
and2: 3
a21o: 3
a211oi: 2
nand4: 1
xnor2: 6
a21boi: 1
o21a: 2
a21oi: 7
nand2: 1
a41oi: 1
nand3b: 1
o211ai: 1
nor2: 6
fa: 1
o21ai: 2
and3: 2
## metrics by stage
stage | cell area [µm²] | setup slack, ps
finish | 921 | 3550
global route | 921 | 3320
CTS | 921 | 3520
detailed placement | 921 | 3560
global placement | 921 | 3620
floorplan | 503 | 4630
## synth_stat cells (2+ instances only)
cell	instances	area, µm²
a21o_1	3	22.5
o21ai_0	2	10.0
a21oi_1	6	30.0
o21a_1	2	15.0
xor2_1	4	35.0
ha_1	11	138
nor2_1	6	22.5
nor3_1	2	10.0
xnor2_1	6	52.6
a211oi_1	2	15.0
and2_1	3	18.8
## critical path: cells and delay by family
kind | cells | cell delay (ps)
xor gates and xnor gates | 1 | 150
buffers and inverters | 2 | 900
and+or+nand+nor | 1 | 110
AOI/OAI and AO/OA | 3 | 880
adders and majority gates | 2 | 650
Power and IR drop assume default switching activity.
